==> design.v <==
package k_and_s_pkg;
  typedef enum  logic [15:0] {
     I_NOP =  16'b0000_0000_0000_0001
    ,I_LOAD = 16'b0000_0000_0000_0010
    ,I_STORE = 16'b0000_0000_0000_0100
    ,I_MOVE = 16'b0000_0000_0000_1000
    ,I_ADD = 16'b0000_0000_0001_0000
    ,I_SUB = 16'b0000_0000_0010_0000
    ,I_AND = 16'b0000_0000_0100_0000
    ,I_OR = 16'b0000_0000_1000_0000
    ,I_BRANCH = 16'b0000_0001_0000_0000
    ,I_BZERO = 16'b0000_0010_0000_0000
    ,I_BNZERO = 16'b0000_0100_0000_0000
    ,I_BNEG = 16'b0000_1000_0000_0000
    ,I_BNNEG = 16'b0001_0000_0000_0000
    ,I_BOV = 16'b0010_0000_0000_0000
    ,I_BNOV = 16'b0100_0000_0000_0000
    ,I_HALT = 16'b1000_0000_0000_0000
} decoded_instruction_type;   
endpackage : k_and_s_pkg
module datapath
import k_and_s_pkg::*;
(
    input  logic                    rst_n,
    input  logic                    clk,
    input  logic                    branch,
    input  logic                    pc_enable,
    input  logic                    ir_enable,
    input  logic                    addr_sel,
    input  logic                    c_sel,
    input  logic              [1:0] operation,
    input  logic                    write_reg_enable,
    input  logic                    flags_reg_enable,
    output decoded_instruction_type decoded_instruction,
    output logic                    zero_op,
    output logic                    neg_op,
    output logic                    unsigned_overflow,
    output logic                    signed_overflow,
    output logic              [4:0] ram_addr,
    output logic             [15:0] data_out,
    input  logic             [15:0] data_in
);
logic [15:0] bus_a;
logic [15:0] bus_b;
logic [15:0] bus_c;
logic [15:0] alu_out;
logic [1:0] a_addr;
logic [1:0] b_addr;
logic [1:0] c_addr;
logic [4:0] mem_addr;
logic [4:0] program_counter;
logic [15:0] instruction;
logic zero_f;
logic neg_f;
logic ov_f;
logic sov_f;
logic carry_in_ultimo;
logic [15:0] banco_reg[4];  
always_ff @(posedge clk) begin
    if(ir_enable)
    instruction <= data_in;    
end
always_ff @(posedge clk or negedge rst_n) begin
    if(!rst_n) begin
    program_counter = 'd0;
    end
    else if(pc_enable) begin
        if(branch)
        program_counter <= mem_addr;
        else
        program_counter <= program_counter + 1;
    end
end
always_comb begin
    case (operation)
    2'b00: begin
        {carry_in_ultimo,alu_out[14:0]} = bus_a[14:0] + bus_b[14:0];
        {sov_f,alu_out[15]} = bus_a[15] + bus_b[15] + carry_in_ultimo;
        sov_f = ov_f ^ carry_in_ultimo;
    end
    2'b01: begin
        alu_out = bus_a & bus_b;
        ov_f = 1'b0;
        sov_f = 1'b0;
        carry_in_ultimo = 1'b0;
    end
    2'b10: begin  
        alu_out = bus_a | bus_b;
        ov_f = 1'b0;
        sov_f = 1'b0;
        carry_in_ultimo = 1'b0;  
    end
    2'b11 : begin
        bus_b = (~bus_b);
        bus_b = bus_b + 1;
        {carry_in_ultimo,alu_out[14:0]} = bus_a[14:0] + bus_b[14:0];
        {sov_f,alu_out[15]} = bus_a[15] + bus_b[15] + carry_in_ultimo;
        sov_f = ov_f ^ carry_in_ultimo;
    end 
    endcase
end
assign zero_f = ~|(alu_out);
assign neg_f = alu_out[15];
always_comb begin
    a_addr = 'd0;
    b_addr = 'd0;
    c_addr = 'd0;
    mem_addr = 'd0;
    case(instruction[15:8])
    8'b1000_0001 : begin  
    decoded_instruction = I_LOAD;
    c_addr = instruction[6:5];
    mem_addr = instruction[4:0];
    end
    8'b1000_0010 : begin  
    decoded_instruction = I_STORE;
    a_addr = instruction[6:5];
    mem_addr = instruction[4:0];
    end
    8'b1001_0001 : begin  
    decoded_instruction = I_MOVE;
    c_addr = instruction[3:2];
    a_addr = instruction[1:0];
    b_addr = instruction[1:0];
    end
    8'b1010_0001 : begin  
    decoded_instruction = I_ADD;
    a_addr = instruction[1:0];
    b_addr = instruction[3:2];
    c_addr = instruction[5:4];
    end
    8'b1010_0010 : begin  
    decoded_instruction = I_SUB;
    a_addr = instruction[1:0];
    b_addr = instruction[3:2];
    c_addr = instruction[5:4];
    end
    8'b1010_0011 : begin  
    decoded_instruction = I_AND;
    a_addr = instruction[1:0];
    b_addr = instruction[3:2];
    c_addr = instruction[5:4];
    end
    8'b1010_0100 : begin  
    decoded_instruction = I_OR;
    a_addr = instruction[1:0];
    b_addr = instruction[3:2];
    c_addr = instruction[5:4];
    end
    8'b0000_0001 : begin  
    decoded_instruction = I_BRANCH;
    mem_addr = instruction[4:0];
    end
    8'b0000_0010 : begin  
    decoded_instruction = I_BZERO;
    mem_addr = instruction[4:0];
    end
    8'b0000_0011 : begin  
    decoded_instruction = I_BNEG;
    mem_addr = instruction[4:0];
    end
    8'b0000_0101 : begin  
    decoded_instruction = I_BOV;
    mem_addr = instruction[4:0];
    end
    8'b0000_0110 : begin  
    decoded_instruction = I_BNOV;
    mem_addr = instruction[4:0];
    end
    8'b0000_1010 : begin  
    decoded_instruction = I_BNNEG;
    mem_addr = instruction[4:0];
    end
    8'b0000_1011 : begin  
    decoded_instruction = I_BNZERO;
    mem_addr = instruction[4:0];
    end
    8'b1111_1111 : begin  
    decoded_instruction = I_HALT;
    end
    default : begin  
    decoded_instruction = I_NOP;
    end
    endcase
end
assign bus_a = banco_reg[a_addr];
assign bus_b = banco_reg[b_addr];
assign bus_c = (c_sel?data_in:alu_out);
always_ff @(posedge clk) begin
if(write_reg_enable) 
 banco_reg[c_addr] = bus_c;
end
assign ram_addr = (addr_sel?program_counter:mem_addr);
endmodule
==> run.sh <==
#!/bin/bash
# OpenROAD 26Q1-2900-gdf79404cd8, Yosys 0.63+post, stock flow scripts
make -C /OpenROAD-flow-scripts/flow DESIGN_CONFIG=/design/flow/config.mk WORK_HOME=/design/flow/orfs finish
==> config.mk <==
export PLATFORM = sky130hd
export DESIGN_NAME = datapath
export DESIGN_NICKNAME = datapath
export VERILOG_FILES = /design/flow/design.v
export SDC_FILE = /design/flow/constraint.sdc
export NUM_CORES = 4
export LEC_CHECK = 1
export CORE_AREA = 10 10 86 86
export DIE_AREA = 0 0 96 96
export SYNTH_HDL_FRONTEND = slang
==> constraint.sdc <==
current_design datapath

set clk_period 3.7
set clk_io_pct 0.2

create_clock -name clk0 -period $clk_period [get_ports {clk}]

set non_clock_inputs [all_inputs -no_clocks]
set_input_delay [expr $clk_period * $clk_io_pct] -clock clk0 $non_clock_inputs
set_output_delay [expr $clk_period * $clk_io_pct] -clock clk0 [all_outputs]
==> qor.yml <==
antenna_found_initial: 0
cp.arrival_ns: 2.31
synth_warnings: 20
grt_pass1_vias: 1001
path_cells: "nor3_2 -> nand2b_2 -> nor4_1 -> clkdlybuf4s50_1"
io_pins: 68
critical_path_class: "reg -> out"
drt_iter0_drc: 66
max_freq_mhz: 328
rsz0062_at_grt: "no"
cts_buffer_depth: 2
holdPathEnd: "program_counter[2]"
drive_above_1_share: 0.0793
htreeDepth: 1
drc: 0
r2r_end: "program_counter[0]"
finalSetupViolCount: 0
crit_fanout: 10
skew_ns: 0.00399
ir_worst_vdd_mv: 0.118
p_leak_uw: 0.000583
slew_violations: 0
clock_latency_ns: 0.25
holdCritPathClass: "reg -> reg"
ctsHoldBuffers: 0
edf_count: 13
top_area_frac: 0.320
top_cells_by_count: "20 x buf_4, 13 x edfxtp_1, 10 x nand2_1"
die-area_um2: 9220
gp_congestion: 0.814
fin_crit_ns: 3.05
n_antenna_cell: 0
postRouteAntennaNets: 0
hold_start: "program_counter[2]"
async_flop_share: 0.278
grt_max_degree: 14
cts_tree: "done"
synth.avg_cell_area_um2: 9.53
viasPerCell: 3.96
run_status: "finished clean"
die_x_um: 96
postCtsSetupBuffers: 0
warning_count: 33
dp_hpwl_um: 2500
critPathSlowestCell: "nor3_2"
initCoreUtil: 0.220
ys_seq_share: 0.423
netlist-cell-type-count: 41
drv_cap: 0
reg2reg_depth: 3
fill_cells: 591
finalCritPeriodShare: 0.824
layout.area.comb_um2: 568
instances_no_fill: 236
r2r_slack_ns: 2.09
routed_wl_um: 3030
powerDensity_nw_per_um2: 317
seq_area_um2: 515
slowest_delay_ns: 0.62
yosys.area.top_type: "edfxtp_1"
dp_slack_ns: 0.880
syn-cell-area_um2: 1220
p_total_uw: 519
die_h_um: 96
vias: 935
timing.final.ws_setup_ns: 0.651
setup_tns_ns: 0
most_common_cell: "buf_4"
post_drt_wl_per_cell_um: 12.9
grt_usage: 0.0651
worstMarginPinSlew_ns: 0.668
hold_viol_final: 0
synth_cells: 128
post-place-cells: 232
ys_cells: 128
ys_ff: 18
rows: 27
synthTopCellsByArea: "edfxtp_1 32%, buf_4 12%, dfrtp_1 10%"
dr.pass1.iters: 4
cts_buffers: 3
end_kind: "output port"
startpoint_type: "flop"
coreArea_um2: 5540
cts_root_buf: "clkbuf_8"
cts_resized: 0
area_growth_pct: 34.3
io_buffers: 39
whs_path_depth: 2
clk_pin_slew_ns: 0.07
cts_sinks: 18
slew_headroom: 0.552
grt.overflow.total: 0
grt_pass1_wl_um: 4800
required_ns: 2.96
ys_chip_area_um2: 1220
worstReg2RegStart: "instruction[13]"
flop_cell: "edfxtp_1"
metrics by stage:
step                      utilization  hold slack [ns]  area, um^2
after floorplan                     -            0.444        1290
after global placement          0.286            0.565        1580
after detailed placement        0.286            0.561        1580
after CTS                       0.296            0.572        1640
after global routing            0.296            0.610        1640
final                           0.296            0.573        1640
area by class of cell:
| class | instances | share of cell area |
|---|---|---|
| clock buffers | 4 | 0.0336 |
| inverters | 5 | 0.0115 |
| multi-input cells | 98 | 0.347 |
| flip-flops and latches | 18 | 0.315 |
| well taps | 72 | 0.0550 |
| repair buffers | 39 | 0.238 |
logic make-up (layout without fill, tap and decap cells):
kind of cell | count (synthesis) | after routing | share of synthesized area
DFF | 18 | 18 | 0.423
muxes | 1 | 1 | 0.00821
AOI/OAI and AO/OA | 21 | 21 | 0.115
buffers and inverters | 31 | 48 | 0.170
adders and majority gates | 1 | 1 | 0.0103
xor gates and xnor gates | 1 | 1 | 0.00718
and+or+nand+nor | 54 | 54 | 0.264
other | 1 | 20 | 0.00307
metal layers:
| metal | global-route usage | vias to the layer above | part of all wire |
|---|---|---|---|
| met5 | 0 | - | 0 |
| met4 | 0.0111 | 0 | 0.013 |
| met3 | 0.0126 | 2 | 0.035 |
| met2 | 0.110 | 27 | 0.49 |
| met1 | 0.0864 | 419 | 0.46 |
| li1 | - | 487 | - |
worst max path at each step:
stage                    from                      end  slack, ns  cells past startpoint
finish        instruction[13]  decoded_instruction[13]       0.65                      4
CTS           instruction[13]  decoded_instruction[13]       0.62                      4
global route  instruction[13]  decoded_instruction[13]       0.46                      4
registers in the layout, summed over array words and instances, names as in the netlist:
name             flops
instruction         13
program_counter      5
report_power, final:
group	switching [uW]	internal [uW]
Combinational	41.5	54.1
Clock	63.1	94.4
Sequential	26.6	240
cells in the final DEF, fill, tap and decap left out, types with 3 or more instances in the layout:
master / count
nand2b_1: 3
nand3_1: 6
a31oi_1: 5
nor2_1: 9
dfrtp_1: 5
nor3_1: 6
edfxtp_1: 13
o21ai_0: 7
clkdlybuf4s50_1: 39
nor4_1: 3
clkbuf_8: 4
conb_1: 20
inv_1: 5
nand2_1: 10
critical path, delay by kind of cell, from the launching register on:
family,cells,cell delay (ns)
buf+inv,1,0.52
flops,1,0.49
simple gates,3,1.05
